===== design/flow/design.v =====
`timescale 1ns/1ps
module reg_file #(parameter DATA_WIDTH = 8, ADDRESS_SIZE = 8, LENGTH = (2**ADDRESS_SIZE))(
    input i_clk,
    input [ADDRESS_SIZE-1:0] i_address,
    input [DATA_WIDTH-1:0] i_data,
    input i_wr_en,
    output [DATA_WIDTH-1:0] o_data
);
reg [DATA_WIDTH-1:0] reg_file_mem [LENGTH-1:0];
always @(negedge i_clk) begin
    if (i_wr_en)
        reg_file_mem[i_address] <= i_data;
end
assign o_data = reg_file_mem[i_address];
endmodule
`timescale 1ns/1ps
module spi_cu #(parameter DATA_WIDTH = 8, ADDRESS_SIZE = 8) (
    input i_rst,
    input i_clk,
    input i_spi_cs,
    input byte_is_ready,
    input [DATA_WIDTH-1:0] i_recieved_byte,
    output [ADDRESS_SIZE-1:0] o_address,
    output reg o_shift_en,
    output reg o_shift_reg_direction,
    output reg o_shift_reg_par_load,
    output reg o_count_en,
    output reg o_count_clr,
    output reg o_wr_en,
    output o_done
);
wire cmd_is_read;
wire cmd_is_write;
reg [ADDRESS_SIZE-1:0] byte_count;
always @ (posedge i_clk or negedge i_rst or posedge i_spi_cs ) begin
    if(~i_rst) begin
        byte_count <= {ADDRESS_SIZE{1'b0}};
    end
    else if(i_spi_cs) begin
        byte_count <= {ADDRESS_SIZE{1'b0}};
    end
    else if(byte_is_ready) begin
            byte_count <= byte_count + 1;
    end
end
localparam  IDLE    = 1'b0,
            OPR     = 1'b1;
reg state_reg, state_next;
always @(posedge i_clk or negedge i_rst or posedge i_spi_cs) begin
    if(~i_rst) begin
        state_reg <= IDLE;
    end
    else if(i_spi_cs) begin
        state_reg <= IDLE;
    end
    else begin
        state_reg <= state_next;
    end
end
always @* begin
    state_next = state_reg;
    case(state_reg)
    IDLE:begin
        o_shift_en  = ~i_spi_cs;
        o_count_en  = ~i_spi_cs;
        o_count_clr = 1;
        o_wr_en     = 0;
        o_shift_reg_par_load  = 0;
        if(~i_spi_cs) begin
            state_next = OPR;
        end
    end
    OPR:begin
        o_shift_en  = ~i_spi_cs;
        o_count_en  = ~i_spi_cs;
        o_count_clr = 0;
        o_wr_en     = 0;
        o_shift_reg_par_load  = 0;
        if(cmd_is_write && byte_count >= 2 && byte_is_ready) begin
            o_wr_en = 1;
        end
        if(cmd_is_read && byte_count >= 1 && byte_is_ready) begin
            o_shift_reg_par_load = 1;
        end
        if(i_spi_cs)
            state_next = IDLE;
    end
    default: begin
        o_shift_en  = 0;
        o_count_en  = 0;
        o_count_clr = 0;
        o_wr_en     = 0;
        o_shift_reg_par_load = 0;
        state_next = IDLE;
    end
    endcase
end
reg [ADDRESS_SIZE-1:0] cmd_reg;
always @ (posedge i_clk or negedge i_rst) begin
    if(~i_rst)
        cmd_reg <= {DATA_WIDTH{1'b0}};
    else if((byte_count == 0) && (byte_is_ready == 1))
        cmd_reg <= i_recieved_byte;
end
assign cmd_is_write = (cmd_reg == 8'h02) ? 1'b1 : 1'b0;
assign cmd_is_read  = (cmd_reg == 8'h03) ? 1'b1 : 1'b0;
reg [ADDRESS_SIZE-1:0] address_reg;
always @ (posedge i_clk or negedge i_rst) begin
    if(~i_rst)
        address_reg <= {ADDRESS_SIZE{1'b0}};
    else if((byte_count == 1) && byte_is_ready)
        address_reg <= i_recieved_byte;
    else if((byte_count >= 2) & byte_is_ready &(~i_spi_cs))
        address_reg <= address_reg + 1;
end
assign o_address = (cmd_is_read)? ((byte_count == 1) ? i_recieved_byte : address_reg + 1) : address_reg;
assign o_done = i_spi_cs;
endmodule
`timescale 1ns/1ps
module spi_dp #(parameter DATA_WIDTH = 8, ADDRESS_SIZE = 8)(
    input i_rst,
    input i_shift_en,
    input i_shift_reg_direction,
    input i_shift_reg_par_load,
    input i_count_en,
    input i_count_clr,
    input i_reg_file_wr_en,
    input [ADDRESS_SIZE-1:0] i_reg_file_address,
    input i_sys_clk,
    input [ADDRESS_SIZE-1:0] i_sys_address,
    input i_sys_wr_en,
    output [DATA_WIDTH-1:0] o_sys_data,
    input i_clk,
    input i_spi_cs,
    input i_spi_mosi,
    output o_spi_miso,
    input o_done,
    output [DATA_WIDTH-1:0] o_recieved_byte,
    output byte_is_ready
);
wire [DATA_WIDTH-1:0] o_shift_reg_par_data;
wire [DATA_WIDTH-1:0] o_reg_file_data;
uni_shift_reg #(DATA_WIDTH,1) 
    shift_reg_mosi (
        .i_clk(i_clk),
        .i_rst(i_rst),
        .i_ser_data(i_spi_mosi),
        .i_par_data(0),
        .i_shift_en(i_shift_en),
        .i_direction(i_shift_reg_direction),
        .i_par_load(0),
        .o_ser_data(),
        .o_par_data(o_shift_reg_par_data) 
    );
uni_shift_reg #(DATA_WIDTH,0) 
    shift_reg_miso (
        .i_clk(i_clk),
        .i_rst(i_rst),
        .i_ser_data(0),
        .i_par_data(o_reg_file_data),
        .i_shift_en(i_shift_en),
        .i_direction(0),
        .i_par_load(i_shift_reg_par_load),
        .o_ser_data(o_spi_miso),
        .o_par_data() 
    );      
uni_counter #(8) 
    counter_1 (
        .i_rst(i_rst),
        .i_clk(i_clk),
        .i_en(i_count_en),
        .i_up(1),
        .i_clr(i_count_clr),
        .o_count(),
        .o_max_count(byte_is_ready),
        .o_min_count() 
    );
reg_file #(DATA_WIDTH, ADDRESS_SIZE)
    reg_file_inst(
        i_clk,
        i_reg_file_address,
        o_shift_reg_par_data,
        i_reg_file_wr_en,
        o_reg_file_data
    );
assign o_recieved_byte = o_shift_reg_par_data;
endmodule
`timescale 1ns/1ps
module spi_top #(parameter DATA_WIDTH = 8)(
    input i_rst,
    input i_spi_sck,
    input i_spi_mosi,
    input i_spi_cs,
    output o_spi_miso,
    output o_done
);
wire [DATA_WIDTH-1:0] shift_reg_recieved_byte;
wire [DATA_WIDTH-1:0] reg_file_address;
wire shift_reg_byte_is_ready;
wire shift_reg_en;
wire reg_file_wr_en;
wire shift_reg_direction;
wire shift_reg_par_load;
wire count_en;
wire count_clr;
wire trans_done;
spi_cu #(DATA_WIDTH) 
    spi_cu_inst (
        i_rst,
        i_spi_sck,
        i_spi_cs,
        shift_reg_byte_is_ready,
        shift_reg_recieved_byte,
        reg_file_address,
        shift_reg_en,
        shift_reg_direction,
        shift_reg_par_load,
        count_en,
        count_clr,
        reg_file_wr_en,
        trans_done
);
spi_dp #(DATA_WIDTH) 
    spi_dp_inst(
        i_rst,
        shift_reg_en,
        shift_reg_direction,
        shift_reg_par_load,
        count_en,
        count_clr,
        reg_file_wr_en,
        reg_file_address,
        i_sys_clk,
        i_sys_address,
        i_sys_wr_en,
        o_sys_data,
        i_spi_sck,
        i_spi_cs,
        i_spi_mosi,
        o_spi_miso,
        trans_done,
        shift_reg_recieved_byte,
        shift_reg_byte_is_ready
    );
assign o_done = trans_done;
endmodule
`timescale 1ns/1ps
module sys_top #(parameter DATA_WIDTH = 8)(
    input i_rst,
    input clk,
    input i_spi_sck,
    input i_spi_mosi,
    input i_spi_cs,
    output o_spi_miso,
    output [DATA_WIDTH-1:0] data_read
);
wire trans_is_done;
spi_top #(DATA_WIDTH) 
    spi_top_inst (
        i_rst,
        i_spi_sck,
        i_spi_mosi,
        i_spi_cs,
        o_spi_miso,
        trans_is_done 
);
endmodule
`timescale 1ns/1ps
module uni_counter #(parameter MOD = 8 , WIDTH = $clog2(MOD))(
    input i_rst,
    input i_clk,
    input i_en,
    input i_up,
    input i_clr,
    output [WIDTH-1:0] o_count,
    output o_max_count,
    output o_min_count 
);
reg [WIDTH-1:0] count_reg;
always @(posedge i_clk or negedge i_rst )  begin
    if (~i_rst) begin
        count_reg <= {WIDTH {1'b0}};    
    end
    else if (i_clr) begin
        count_reg <= {WIDTH {1'b0}};    
    end
    else if (i_en == 1) begin
        if (i_up == 1) 
            count_reg <= count_reg + 1;
        else 
            count_reg <= count_reg - 1;
    end
end
assign o_count = count_reg;
assign o_max_count = (count_reg == {WIDTH{1'b1}});
assign o_min_count = (count_reg == {WIDTH{1'b0}});
endmodule
`timescale 1ns/1ps
module uni_shift_reg #(parameter DATA_WIDTH = 8, DIRECTION = 1)(
    input i_rst,
    input i_clk,
    input i_ser_data,
    input [DATA_WIDTH-1:0] i_par_data,
    input i_par_load,
    input i_shift_en,
    input i_direction,
    output o_ser_data,
    output [DATA_WIDTH-1 :0] o_par_data
);
reg [DATA_WIDTH-1 : 0] shift_reg;
integer  i ;
generate if (DIRECTION) 
    always @(posedge i_clk or negedge i_rst) begin
        if(~i_rst) begin
            shift_reg <= {DATA_WIDTH {1'b1}};
        end
        else if (i_shift_en == 1) begin
            if(i_par_load == 1)
                shift_reg <= i_par_data;
            else begin        
                shift_reg <= {shift_reg[DATA_WIDTH-2:0],i_ser_data};
            end
        end
    end
else
    always @(negedge i_clk or negedge i_rst) begin
        if(~i_rst) begin
            shift_reg <= {DATA_WIDTH {1'b1}};
        end
        else if (i_shift_en == 1) begin
            if(i_par_load == 1)
                shift_reg <= i_par_data;
            else begin        
                shift_reg <= {shift_reg[DATA_WIDTH-2:0],i_ser_data};
            end
        end
    end
endgenerate
assign o_ser_data = shift_reg[DATA_WIDTH - 1];
assign o_par_data = shift_reg;
endmodule

===== design/flow/run.sh =====
#!/bin/bash
# OpenROAD 26Q1-2900-gdf79404cd8, Yosys 0.63+post, stock flow scripts
make -C /OpenROAD-flow-scripts/flow DESIGN_CONFIG=/design/flow/config.mk WORK_HOME=/design/flow/orfs finish

===== design/flow/config.mk =====
export PLATFORM = sky130hd
export DESIGN_NAME = sys_top
export DESIGN_NICKNAME = sys_top
export VERILOG_FILES = /design/flow/design.v
export SDC_FILE = /design/flow/constraint.sdc
export NUM_CORES = 4
export LEC_CHECK = 1
export CORE_UTILIZATION = 40

===== design/flow/constraint.sdc =====
current_design sys_top

set clk_period 66.1
set clk_io_pct 0.2

create_clock -name clk0 -period $clk_period [get_ports {i_spi_sck}]

set non_clock_inputs [all_inputs -no_clocks]
set_input_delay [expr $clk_period * $clk_io_pct] -clock clk0 $non_clock_inputs
set_output_delay [expr $clk_period * $clk_io_pct] -clock clk0 [all_outputs]

==> impl_metrics.json <==
{
  "synthMuxAreaShare": 0.0338,
  "syn_area_per_cell_um2": 15.5,
  "simple_gate_area_frac": 0.0622,
  "drv_cap": 0,
  "pwr-share-comb": 0.025,
  "synth_cells": 5223,
  "netlist.area_leader.share": 0.759,
  "antenna_found_initial": 4,
  "setup_viol": 0,
  "cts_setup_buffers": 0,
  "cts_resized": 0,
  "required_ns": 52.88,
  "skew_ns": 0.0891,
  "synthDistinctLibCells": 69,
  "root_buffer": "clkbuf_16",
  "vias": 54634,
  "ys_ff": 2092,
  "fa_ha_area_frac": 0.00108,
  "slew_violations": 0,
  "drc_errors": 0,
  "num_rows": 164,
  "warnings": 1043,
  "max-slew-margin-rel": 0.265,
  "p_switching_mw": 0.912,
  "outcome": "completed",
  "mostFrequentLayoutCell": "inv_1",
  "slowest_stage": "dfstp_2",
  "design.portCount": 14,
  "cts_max_level": 4,
  "cp_max_fo": 2,
  "cp_data_arrival_time_ns": 34.99,
  "routabilityCongestion": 0.915,
  "dp_hpwl_um": 133000,
  "max_flop_register": "spi_top_inst.spi_dp_inst.reg_file_inst.reg_file_mem",
  "grt.overflow.total": 0,
  "firstDrtPassIters": 13,
  "hold_viol_final": 0,
  "wl_um": 237000,
  "routedWlPerCell_um": 23.3,
  "pwr-share-seq": 0.464,
  "clockBufferDepth": 3,
  "edf_count": 2048,
  "grt_pass1_wl_um": 347000,
  "grt_pass1_vias": 59095,
  "cts.sinks": 2092,
  "largest_register_ffs": 2048,
  "synth_xor_xnor_area_share": 0.00108,
  "grt_max_degree": 152,
  "portBuffers": 4,
  "instances_no_fill": 10153,
  "final_layout_size_suffix_gt1_frac": 0.0834,
  "logic_family": "AND-OR/OR-AND gates",
  "switching_share": 0.271,
  "drt_iter0_drc": 3823,
  "hold_path.class": "flip-flop to flip-flop",
  "clk_latency_ns": 0.87,
  "crit_path_start_kind": "flip-flop",
  "ctsHoldBuffers": 0,
  "antenna_left": 0,
  "grt_util_all_layers": 0.253,
  "dp_cells": 7695,
  "r2r_cells": 14,
  "synth_warnings": 24,
  "coreArea_um2": 200000,
  "cts_tree": "built",
  "avgViaCountPerCell": 5.38,
  "grt_setup_unrepaired": "no",
  "path_cells": "clkdlybuf4s50_1",
  "seq_area_frac_synth": 0.773,
  "ys_cells": 5223,
  "power.share.clock": 0.511,
  "dieArea_um2": 204000,
  "final_cell_mix": "inv_1 (2111), edfxtp_1 (2048), nand2_1 (544)",
  "ir_drop_mv": 0.0254,
  "reg2reg_slack_ns": 26.34,
  "timing.critical_path.buf_inv": 1,
  "ys.flop_type": "edfxtp_1",
  "die_h_um": 452,
  "syn_area_um2": 81000,
  "cts_buffers": 214,
  "slowest_delay_ns": 0.62,
  "rr_startpoint": "spi_top_inst.spi_cu_inst.byte_count[2]$_DFFE_PP0N_",
  "synthTopCellsByArea": "edfxtp_1 (76%), a22oi_1 (5.0%), mux2i_1 (3.2%)",
  "die_x_um": 452,
  "synth_top_cell_by_area": "edfxtp_1",
  "postLayoutCellArea_um2": 99700,
  "worst_slew_pin_slew_ns": 1.09,
  "worstHoldPathCells": 2,
  "async_reset_ff_frac": 0.0210,
  "path_delay_family": "flip-flops",
  "place_area_um2": 84500,
  "clk_pin_slew_ns": 0.05,
  "holdWs_ns": 0.468,
  "power_density_nw_per_um2": 33.8,
  "p_leak_nw": 39.1,
  "endpoint_kind": "output pin",
  "synth_chip_area_um2": 81000,
  "setup_tns_ns": 0,
  "synthAoiAreaFrac": 0.107,
  "fp_util": 0.404,
  "p_int_mw": 2.45,
  "setup.worst_path.class": "flip-flop to output pin",
  "area_growth_pct": 23.0
}
==> layout make-up <==
type	count	area [um2]
clock inverters	2236	9740
diodes	6	15.0
multi-input cells	2745	16900
well taps	2656	3320
inverters	9	33.8
repair buffers	192	1560
flip-flops and latches	2092	62700
fillers	16129	101000
clock buffers	217	5410
==> metal layers <==
layer | part of all wire | vias up | GRT usage
met1 | 0.34 | 26001 | 0.293
met3 | 0.17 | 454 | 0.205
met4 | 0.037 | 26 | 0.121
met2 | 0.45 | 3266 | 0.338
met5 | 0.0036 | - | 0.0303
li1 | - | 24887 | -
==> cells by family after synthesis <==
group,count (synthesis)
XOR/XNOR,10
other,1
flip-flops,2092
AND/OR/NAND/NOR,1184
AND-OR/OR-AND,1264
adder cells (fa/ha/maj),7
buffers and inverters,393
multiplexers,272
==> Yosys cell counts (all sizes together) (10+ instances only) <==
cell,number
nand3,232
a32oi,35
a21oi,326
nor4,40
nor2,278
a22oi,539
o41ai,76
clkbuf,179
a31oi,23
o311a,16
dfstp,16
nand4,27
edfxtp,2048
a221oi,16
mux2i,258
buf,204
o22ai,135
mux2,14
dfrtp,28
inv,10
a311oi,18
nand2,568
o21ai,30
==> tightest hold or removal path, cell delays in order (launching register included) <==
cell and delay, ns:
dfstp_2 0.36, nand2_1 0.05, a21oi_1 0.05
==> power by group through the flow <==
| stage | sequential [mW] | clock [mW] | combinational (mW) |
|---|---|---|---|
| after CTS | 1.56 | 1.77 | 0.0832 |
| after global routing | 1.56 | 1.92 | 0.0900 |
| final | 1.56 | 1.72 | 0.0831 |
==> how the worst max path moves through the flow <==
stage,startpoint,end,slack (ns),depth (start not counted)
4_1_cts,flip-flop,o_spi_miso,17.84,1
5_1_grt,flip-flop,o_spi_miso,17.84,1
6_report,flip-flop,o_spi_miso,17.89,1
==> through the flow <==
step	util	power, mW	setup slack, ns
6_report	0.497	3.36	17.89
5_1_grt	0.497	3.57	17.84
4_1_cts	0.497	3.41	17.84
3_5_place_dp	0.421	1.85	17.66
3_3_place_gp	0.421	1.84	17.69
2_1_floorplan	-	1.80	18.46
No activity file was given, so power comes from the tool's default toggle rates.
